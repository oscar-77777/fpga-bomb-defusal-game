==> design.v <==
module LCD2004A #(
    parameter integer CLK_HZ = 50_000_000
)(
    input  wire        clk,
    input  wire        rst,             
    input  wire        tick_1us,
    input  wire [2:0]  current_state,
    input  wire [47:0] serial_number,
    input  wire        serial_done,
    input  wire [7:0] chance_left_ascii,
    input  wire [479:0] msg,    
    output reg         lcd_rs,
    output reg         lcd_en,
    output reg  [3:0]  lcd_data,
    output reg         activated
);
    parameter IDLE              = 3'b000;
    parameter ACTIVATING        = 3'b001;
    parameter ACTIVATED         = 3'b010;
    parameter DETONATING        = 3'b011;
    parameter MISSION_FAILED    = 3'b100;
    parameter MISSION_SUCCESSED = 3'b101;
    localparam S_IDLE       = 3'd0;
    localparam S_EN_HI      = 3'd1;
    localparam S_EN_LO      = 3'd2;
    localparam S_SEND_LN    = 4'd3;
    localparam S_EN2_HI     = 3'd4;
    localparam S_EN2_LO     = 3'd5;
    localparam S_POST_WAIT  = 3'd6;
    localparam S_WAIT_DONE  = 3'd7;
    reg [2:0]  send_state;
    reg [15:0] wait_us;
    reg [7:0]  send_byte;
    reg        send_is_data;
    reg        send_req;
    reg        send_busy;
    reg        send_done;
    localparam integer PULSE_US = 2;
    localparam integer WAIT_US_NORMAL = 40;     
    localparam integer WAIT_US_CLEAR  = 2000;   
    reg [15:0] post_wait_us;
    always @(posedge clk or negedge rst) begin
        if (!rst) begin
            lcd_rs     <= 1'b0;
            lcd_en     <= 1'b0;
            lcd_data   <= 4'h0;
            send_state <= S_IDLE;
            send_busy  <= 1'b0;
            send_done  <= 1'b0;
            wait_us    <= 16'd0;
            post_wait_us <= 16'd0;
        end else begin
            send_done <= 1'b0;
            case (send_state)
                S_IDLE: begin
                    lcd_en <= 1'b0;
                    if (send_req) begin
                        send_busy  <= 1'b1;
                        lcd_rs     <= send_is_data;
                        lcd_data   <= send_byte[7:4];
                        wait_us    <= PULSE_US;
                        send_state <= S_EN_HI;
                    end else begin
                        send_busy <= 1'b0;
                    end
                end
                S_EN_HI: begin
                    if (tick_1us) begin
                        if (wait_us != 0) wait_us <= wait_us - 1'b1;
                        else begin
                            lcd_en     <= 1'b1;
                            wait_us    <= PULSE_US;
                            send_state <= S_EN_LO;
                        end
                    end
                end
                S_EN_LO: begin
                    if (tick_1us) begin
                        if (wait_us != 0) wait_us <= wait_us - 1'b1;
                        else begin
                            lcd_en     <= 1'b0;
                            wait_us    <= PULSE_US;
                            send_state <= S_SEND_LN;
                        end
                    end
                end
                S_SEND_LN: begin
                    if (tick_1us) begin
                        if (wait_us != 0) wait_us <= wait_us - 1'b1;
                        else begin
                            lcd_en     <= 1'b0;
                            lcd_data   <= send_byte[3:0];
                            wait_us    <= PULSE_US;
                            send_state <= S_EN2_HI;
                        end
                    end
                end
                S_EN2_HI: begin
                    if (tick_1us) begin
                        if (wait_us != 0) wait_us <= wait_us - 1'b1;
                        else begin
                            lcd_en     <= 1'b1;
                            wait_us    <= PULSE_US;
                            send_state <= S_EN2_LO;
                        end
                    end
                end
                S_EN2_LO: begin
                    if (tick_1us) begin
                        if (wait_us != 0) wait_us <= wait_us - 1'b1;
                        else begin
                            lcd_en <= 1'b0;
                            if ((phase == P_33) || (phase == P_32) ||    (phase == P_CLEAR)) begin
                                post_wait_us <= WAIT_US_CLEAR;
                            end else begin
                                post_wait_us <= WAIT_US_NORMAL;
                            end
                            send_state <= S_POST_WAIT;
                        end
                    end
                end
                S_POST_WAIT: begin
                    if (tick_1us) begin
                        if (post_wait_us != 0) begin
                            post_wait_us <= post_wait_us - 1'b1;
                        end else begin
                            send_done  <= 1'b1;        
                            send_state <= S_WAIT_DONE;
                        end
                    end
                end
                S_WAIT_DONE: begin
                    if (!send_req) begin
                        send_state <= S_IDLE;
                    end
                end
                default: send_state <= S_IDLE;
            endcase
        end
    end
    function automatic [7:0] msg_char(input [5:0] k);
    begin
        msg_char = msg[479 - 8*k -: 8];
    end
    endfunction
    function automatic [7:0] sn_char(input [3:0] k, input [47:0] sn);
    begin
        case (k)
            4'd0: sn_char = "S";
            4'd1: sn_char = "N";
            4'd2: sn_char = ":";
            4'd3: sn_char = " ";
            4'd4: sn_char = sn[47:40];
            4'd5: sn_char = sn[39:32];
            4'd6: sn_char = sn[31:24];
            4'd7: sn_char = sn[23:16];
            4'd8: sn_char = sn[15:8];
            4'd9: sn_char = sn[7:0];
            default: sn_char = " ";
        endcase
    end
    endfunction
    function automatic [7:0] line1_char(input [4:0] col, input [47:0] sn, input [7:0] ch);
    begin
        if (col <= 5'd9) begin
            line1_char = sn_char(col[3:0], sn);
        end else if (col >= 5'd11 && col <= 5'd17) begin
            case (col)
                5'd11: line1_char = "c";
                5'd12: line1_char = "h";
                5'd13: line1_char = "a";
                5'd14: line1_char = "n";
                5'd15: line1_char = "c";
                5'd16: line1_char = "e";
                5'd17: line1_char = ":";
                default: line1_char = " ";
            endcase
        end else if (col == 5'd18) begin
            line1_char = " ";
        end else if (col == 5'd19) begin
            line1_char = ch;
        end else begin
            line1_char = " ";
        end
    end
    endfunction
    localparam P_BOOT_WAIT   = 6'd0;
    localparam P_33          = 6'd1;
    localparam P_32          = 6'd2;
    localparam P_FUNC_SET_4  = 6'd3;
    localparam P_DISP_ON     = 6'd4;
    localparam P_ENTRY_MODE  = 6'd5;
    localparam P_CLEAR       = 6'd6;
    localparam P_READY       = 6'd7;
    localparam P_SET_L1      = 6'd8;
    localparam P_WRITE_SN    = 6'd9;
    localparam P_SET_L2      = 6'd10;
    localparam P_WRITE_MSG   = 6'd11;
    localparam P_DELAY       = 6'd12;
    reg [5:0] phase;
    reg [31:0] delay_us;
    reg [4:0] sn_i;         
    reg [5:0] msg_i;        
    reg newline_pending;  
    reg [47:0] serial_latched;
    localparam integer REFRESH_WAIT_US = 200_000;  
    always @(posedge clk or negedge rst) begin
    if (!rst) begin
        phase          <= P_BOOT_WAIT;
        delay_us       <= 32'd20000;  
        send_req       <= 1'b0;
        send_is_data   <= 1'b0;
        send_byte      <= 8'h00;
        activated      <= 1'b0;
        sn_i           <= 5'd0;
        msg_i          <= 6'd0;
        newline_pending <= 1'b0;
        serial_latched <= 48'h303030303030;  
    end else begin
        if (tick_1us) begin
            if (delay_us != 0) delay_us <= delay_us - 1'b1;
        end
        if (send_done) send_req <= 1'b0;
        case (current_state)
            IDLE : begin
                case (phase)
                    P_BOOT_WAIT: begin
                        if (delay_us == 0) phase <= P_33;
                    end
                    P_33: begin
                        if (!send_busy && !send_req) begin
                            send_req     <= 1'b1;
                            send_is_data <= 1'b0;
                            send_byte    <= 8'h33;
                        end
                        if (send_done) phase <= P_32;
                    end
                    P_32: begin
                        if (!send_busy && !send_req) begin
                            send_req     <= 1'b1;
                            send_is_data <= 1'b0;
                            send_byte    <= 8'h32;
                        end
                        if (send_done) phase <= P_FUNC_SET_4;
                    end
                    P_FUNC_SET_4: begin
                        if (!send_busy && !send_req) begin
                            send_req     <= 1'b1;
                            send_is_data <= 1'b0;
                            send_byte    <= 8'h28;  
                        end
                        if (send_done) phase <= P_DISP_ON;
                    end
                    P_DISP_ON: begin
                        if (!send_busy && !send_req) begin
                            send_req     <= 1'b1;
                            send_is_data <= 1'b0;
                            send_byte    <= 8'h0C;
                        end
                        if (send_done) phase <= P_ENTRY_MODE;
                    end
                    P_ENTRY_MODE: begin
                        if (!send_busy && !send_req) begin
                            send_req     <= 1'b1;
                            send_is_data <= 1'b0;
                            send_byte    <= 8'h06;
                        end
                        if (send_done) phase <= P_CLEAR;
                    end
                    P_CLEAR: begin
                        if (!send_busy && !send_req) begin
                            send_req     <= 1'b1;
                            send_is_data <= 1'b0;
                            send_byte    <= 8'h01;
                        end
                        if (send_done) phase <= P_SET_L2;
                    end 
                    P_SET_L2: begin
                        activated <= 1'b1;
                        if (!send_busy && !send_req) begin
                            send_req     <= 1'b1;
                            send_is_data <= 1'b0;
                            send_byte    <= 8'hC0;  
                        end
                        if (send_done) begin
                            msg_i <= 6'd0;
                            phase <= P_WRITE_MSG;
                        end
                    end
                    P_WRITE_MSG: begin
                        if (!send_busy && !send_req) begin
                            send_req <= 1'b1;
                            if (!newline_pending && (msg_i == 6'd20)) begin
                                send_is_data <= 1'b0;
                                send_byte    <= 8'h94;  
                            end else if (!newline_pending && (msg_i == 6'd40)) begin
                                send_is_data <= 1'b0;
                                send_byte    <= 8'hD4;  
                            end else begin
                                send_is_data <= 1'b1;
                                send_byte    <= msg_char(msg_i);
                            end
                        end
                        if (send_done) begin
                            if (!newline_pending && (msg_i == 6'd20 || msg_i == 6'd40)) begin
                                newline_pending <= 1'b1;
                            end else begin
                                newline_pending <= 1'b0;
                                if (msg_i == 6'd59) begin
                                    delay_us <= REFRESH_WAIT_US;
                                    phase    <= P_DELAY;
                                end else begin
                                    msg_i <= msg_i + 1'b1;
                                end
                            end
                        end
                    end
                    P_DELAY: begin
                        if (delay_us == 0) begin
                            msg_i <= 6'd0;
                            phase <= P_SET_L2;
                        end
                    end
                    default: phase <= P_READY;
                endcase
            end
            ACTIVATING , ACTIVATED , DETONATING, MISSION_FAILED, MISSION_SUCCESSED: begin
                case (phase)
                    P_CLEAR: begin
                        if (!send_busy && !send_req) begin
                            send_req     <= 1'b1;
                            send_is_data <= 1'b0;
                            send_byte    <= 8'h01;
                        end
                        if (send_done) phase <= P_READY;
                    end
                    P_READY: begin
                        if (serial_done) begin
                            serial_latched <= serial_number;  
                            sn_i <= 5'd0;
                            msg_i <= 6'd0;
                            phase <= P_SET_L1;
                        end
                    end
                    P_SET_L1: begin
                        if (!send_busy && !send_req) begin
                            send_req     <= 1'b1;
                            send_is_data <= 1'b0;
                            send_byte    <= 8'h80;  
                        end
                        if (send_done) begin
                            sn_i <= 5'd0;
                            phase <= P_WRITE_SN;
                        end
                    end
                    P_WRITE_SN: begin
                        if (!send_busy && !send_req) begin
                            send_req     <= 1'b1;
                            send_is_data <= 1'b1;
                            send_byte    <= line1_char(sn_i, serial_latched, chance_left_ascii);
                        end
                        if (send_done) begin
                            if (sn_i == 5'd19) begin
                                phase <= P_SET_L2;
                            end else begin
                                sn_i <= sn_i + 1'b1;
                            end
                        end
                    end
                    P_SET_L2: begin
                        activated <= 1'b1;
                        if (!send_busy && !send_req) begin
                            send_req     <= 1'b1;
                            send_is_data <= 1'b0;
                            send_byte    <= 8'hC0;  
                        end
                        if (send_done) begin
                            msg_i <= 6'd0;
                            phase <= P_WRITE_MSG;
                        end
                    end
                    P_WRITE_MSG: begin
                        if (!send_busy && !send_req) begin
                            send_req <= 1'b1;
                            if (!newline_pending && (msg_i == 6'd20)) begin
                                send_is_data <= 1'b0;
                                send_byte    <= 8'h94;  
                            end else if (!newline_pending && (msg_i == 6'd40)) begin
                                send_is_data <= 1'b0;
                                send_byte    <= 8'hD4;  
                            end else begin
                                send_is_data <= 1'b1;
                                send_byte    <= msg_char(msg_i);
                            end
                        end
                        if (send_done) begin
                            if (!newline_pending && (msg_i == 6'd20 || msg_i == 6'd40)) begin
                                newline_pending <= 1'b1;
                            end else begin
                                newline_pending <= 1'b0;
                                if (msg_i == 6'd59) begin
                                    delay_us <= REFRESH_WAIT_US;
                                    phase    <= P_DELAY;
                                end else begin
                                    msg_i <= msg_i + 1'b1;
                                end
                            end
                        end
                    end
                    P_DELAY: begin
                        if (delay_us == 0) begin
                            serial_latched <= serial_number;  
                            sn_i <= 4'd0;
                            msg_i <= 6'd0;
                            phase <= P_SET_L1;
                        end
                    end
                    default: phase <= P_READY;
            endcase
            end
        endcase
    end
end
endmodule
==> run.sh <==
#!/bin/bash
# OpenROAD 26Q1-2900-gdf79404cd8, Yosys 0.63+post, stock flow scripts
make -C /OpenROAD-flow-scripts/flow DESIGN_CONFIG=/design/flow/config.mk WORK_HOME=/design/flow/orfs finish
==> config.mk <==
export PLATFORM = sky130hd
export DESIGN_NAME = LCD2004A
export DESIGN_NICKNAME = LCD2004A
export VERILOG_FILES = /design/flow/design.v
export SDC_FILE = /design/flow/constraint.sdc
export NUM_CORES = 4
export LEC_CHECK = 1
export CORE_AREA = 10 10 306 306
export DIE_AREA = 0 0 316 316
==> constraint.sdc <==
current_design LCD2004A

set clk_period 12.4
set clk_io_pct 0.2

create_clock -name clk0 -period $clk_period [get_ports {clk}]

set non_clock_inputs [all_inputs -no_clocks]
set_input_delay [expr $clk_period * $clk_io_pct] -clock clk0 $non_clock_inputs
set_output_delay [expr $clk_period * $clk_io_pct] -clock clk0 [all_outputs]
==> flow_summary_export.csv <==
group,metric,value,unit
outcome,outcome,"finished, final reports clean",
setup_path,regToRegStartpoint,"msg_i[0]",
timing,tns,0,ps
placed_design,portBuffers,549,
timing,clock_skew,16.5,ps
clocking,cts_max_path_buffers,2,
global_routing,met3_usage,3.48,%
floorplan,dieArea,99900,µm²
yosys,yosys.cell_types.count,81,
run,maxCapViolCount,0,
global_routing,globalRouteMet2Util,22.6,%
yosys,yosysCellCount,1335,
clocking,htree_num_levels,4,
global_routing,groute.layer.met1.usage,16.5,%
yosys,synth_seq_share,31.2,%
yosys,yosysMostFrequentCell,"nand2_1",
yosys,top_cell_area_share,27.4,%
clocking,cts_hold_buf,0,
yosys,syn-cell-area,13200,µm²
timing,min_period_over_period,41.5,%
routing,antenna_left,0,
clocking,cts.sinks,164,
clocking,post_cts_buffers,0,
yosys,yosys_warnings,1,
global_routing,grt_first_pass_wirelength,94.7,mm
min_path,min_from,"activated",
setup_path,r2r_slack,7260,ps
routing,post_drt_wl_per_cell,22.1,µm
setup_path,crit_path_end_kind,"flop",
cells_and_area,finalInstanceArea,20700,µm²
routing,drt_iter0_markers,902,
floorplan,initCoreUtil,15.2,%
clocking,tritoncts,"done",
setup_path,worst_setup_path_start_kind,"flop",
global_routing,grt_pass1_vias,13700,
timing,tightest_slew,852,ps
clocking,clkLatencyLatePin,430,ps
global_routing,grtUsageTotal,13.2,%
power,power.density,180,nW/µm²
clocking,cts_resized,0,
setup_path,reg2reg_to,"send_byte[5]",
clocking,path_clk_slew,80,ps
timing,drv_slew,0,
cells_and_area,area_growth,56.1,%
power,power,3.71,mW
run,warning_count,34,
power,vdd_ir_drop_max,0.121,mV
yosys,topCellsByArea,"dfrtp_1 27%, mux4_2 21%, nand2_1 4.8%",
global_routing,antenna_found_initial,21,
cells_and_area,drive_gt1_share,15.0,%
timing,finalWorstSetupSlack,7260,ps
placed_design,gp_congestion,0.910,
routing,drc,0,
cells_and_area,final_util,23.8,%
floorplan,io_pins,550,
setup_path,rr_worst_depth,11,
timing,hold_ws,470,ps
routing,drt-total-wl,66.6,mm
floorplan,fp.coreArea,86900,µm²
setup_path,crit_fanout,46,
yosys,ys_top_cells_by_count,"168 x nand2_1, 145 x dfrtp_1, 121 x mux4_2, 100 x nor2_1, 87 x o21ai_0",
setup_path,critPathKind,"flop to flop",
routing,dr_total_vias,13300,
yosys,edf_count,0,
min_path,hold_depth,1,
yosys,yosysTopAreaCell,"dfrtp_1",
yosys,synth_chip_area,13200,µm²
min_path,whs_endpoint,"activated",
timing,final_hold_viol_count,0,
clocking,numCtsBuffers,17,
floorplan,core.rowCount,108,
yosys,flop_cell,"dfrtp_1",
cells_and_area,fin_cells,3009,
timing,post-route-min-period,5140,ps
routing,dr.pass1.iters,6,
global_routing,overflow,0,
timing,rsz0062_at_grt,"no",
setup_path,worstPathRequired,12750,ps
yosys,synthArstFlopShare,100,%
timing,relSlewSlack,42.6,%
placed_design,place_inst,2973,
floorplan,die_y,316,µm
yosys,synth-seq-cells,164,
yosys,avgSynthCellArea,9.92,µm²
clocking,clockRootBuffer,"clkbuf_16",
placed_design,preCtsSetupSlack,6920,ps
routing,avgViaCountPerCell,4.42,
global_routing,top_usage_layer,"met2",
setup_path,arrival,5490,ps
placed_design,dp_hpwl,55.4,mm
yosys,synth_cells,1335,
timing,max_freq,194,MHz
floorplan,die_w,316,µm
timing,setup_viol,0,
power,p_leak,7.58,nW
global_routing,grt_max_degree,76,
min_path,hold_class,"flop to flop",
placed_design,post_dp_cell_area,20100,µm²
[area by class of cell]
cell class	instances	area, µm²
Clock inverter	14	165
Tap cell	1155	1450
Multi-Input combinational cell	1048	8650
Timing Repair Buffer	580	5730
Sequential cell	164	4130
Inverter	26	97.6
Antenna cell	4	10.0
Clock buffer	18	429
Fill cell	9281	66200
[sequential cells by signal, indices dropped and copies added, names as in the netlist, 4 cells and up]
| signal | cells |
|---|---|
| phase | 13 |
| delay_us | 32 |
| lcd_data | 4 |
| wait_us | 16 |
| sn_i | 5 |
| msg_i | 6 |
| serial_latched | 48 |
| post_wait_us | 16 |
| send_state | 8 |
| send_byte | 8 |
[how the worst max path moves through the flow]
stage,start,depth (start not counted),end,slack [ps]
global route,msg_i[0],9,send_byte[2],6790
CTS,msg_i[0],9,send_byte[2],6900
finish,msg_i[0],11,send_byte[5],7260
[worst max-delay path, stage by stage, from the launching register on]
cell and delay (ps):
dfrtp_4 770, clkinv_1 650, ha_4 700, buf_4 460, buf_4 620, nor2b_1 500
a22oi_1 230, o211ai_1 200, o211ai_1 220, nand3_1 150, nand3_1 190, a31oi_1 230
[layer usage]
layer,share of wire [%],vias to the layer above
met1,39,6501
met5,0.11,-
met2,51,534
met4,2.5,14
li1,-,6180
met3,7.0,83
[power by group]
| part | internal, mW | switching (mW) |
|---|---|---|
| clock network | 0.288 | 0.250 |
| logic | 1.07 | 1.26 |
| registers | 0.693 | 0.149 |
| total | 2.06 | 1.65 |
[layout by cell type, fill, tap and decap left out, drive strengths merged, types with 39 or more instances in the layout]
cell and count:
a21oi 55, o21ai 94, nor3 39, mux4 121, mux2 53, clkdlybuf4s50 548, dfrtp 145, nor2 101
nand2 168
[cells by family after synthesis]
group / count (synthesis) / synth area share [%]
buf+inv: 123 / 3.97
mux: 185 / 26.5
fa+ha+maj: 16 / 1.51
xor+xnor: 37 / 2.45
simple gates: 467 / 17.0
flops: 164 / 31.2
compound gates: 343 / 17.4
Power is estimated from default activity; no workload was simulated.
